## flow/run.sh

```bash
#!/bin/bash
# OpenROAD 26Q1-2900-gdf79404cd8, Yosys 0.63+post, stock flow scripts
make -C /OpenROAD-flow-scripts/flow DESIGN_CONFIG=/design/flow/config.mk WORK_HOME=/design/flow/orfs finish
```

## flow/config.mk

```make
export PLATFORM = sky130hd
export DESIGN_NAME = ICAP_statemachine
export DESIGN_NICKNAME = ICAP_statemachine
export VERILOG_FILES = /design/flow/design.v
export SDC_FILE = /design/flow/constraint.sdc
export NUM_CORES = 4
export LEC_CHECK = 1
export CORE_UTILIZATION = 50
```

## flow/constraint.sdc

```tcl
current_design ICAP_statemachine

set clk_period 6.6
set clk_io_pct 0.2

create_clock -name clk0 -period $clk_period [get_ports {clock}]

set non_clock_inputs [all_inputs -no_clocks]
set_input_delay [expr $clk_period * $clk_io_pct] -clock clk0 $non_clock_inputs
set_output_delay [expr $clk_period * $clk_io_pct] -clock clk0 [all_outputs]
```

## flow/design.v

```verilog
`timescale 1ns / 1ps
module ICAP_statemachine
	#(
		parameter DATA_SIZE = 256,
		parameter FLAG_SIZE = 1,
		parameter ICAP_DATA_SIZE = 32
	)
	(
		input 									clock,
		input 									reset,
		input 	[FLAG_SIZE - 1 : 0]		fifo_empty,
		input 	[DATA_SIZE - 1 : 0] 		fifo_data,
		output reg [FLAG_SIZE - 1 : 0]	fifo_read_en,	
		output reg [ICAP_DATA_SIZE - 1:0]icap_data,
		output reg [FLAG_SIZE - 1 : 0]	icap_en
    );
		localparam IDLE 				= 2'b00;
		localparam READ_FIFO 				= 2'b01;
		localparam DIVIDE_DATA 				= 2'b10;
		localparam ABORT_ICAP 				= 2'b11;
		localparam ONE 					= 8'b00000001;
		localparam TWO 					= 8'b00000010;
		localparam THREE 				= 8'b00000100;
		localparam FOUR 				= 8'b00001000;
		localparam FIVE 				= 8'b00010000;
		localparam SIX 					= 8'b00100000;
		localparam SEVEN 				= 8'b01000000;
		localparam EIGHT 				= 8'b10000000;
		localparam ENABLE 				= 1'b0;
		localparam DISABLE 				= 1'b1;
		reg [255 : 0] 					data_temp;
		reg [1 : 0] 					state;
		reg [1 : 0] 					next_state;
		reg [7 : 0] 					count;
		reg [7 : 0] 					next_count;
	always @(posedge clock or negedge reset)
	begin
		if (!reset)	state <= IDLE; 
		else	begin state <= next_state; count <= next_count; end
	end
	always @(*)
	begin
		case(state)
			IDLE: begin
				icap_en 	= DISABLE;
				fifo_read_en 	= DISABLE;
				next_count 	= ONE;
				if (fifo_empty)	next_state = IDLE;
				else 		next_state = READ_FIFO;
			end
			READ_FIFO: begin
				icap_en 	= DISABLE;
				fifo_read_en 	= ENABLE;
				data_temp 	= fifo_data;
				if (fifo_empty)	next_state = IDLE;
				else 		next_state = DIVIDE_DATA;
			end
			DIVIDE_DATA: begin
				case (count)
					ONE	: begin icap_data = data_temp[(1*32 - 1) : (0*32)]; next_count = next_count << 1;	icap_en = ENABLE; fifo_read_en = DISABLE; next_state = DIVIDE_DATA; end
					TWO	: begin icap_data = data_temp[(2*32 - 1) : (1*32)]; next_count = next_count << 1;	icap_en = ENABLE; fifo_read_en = DISABLE; next_state = DIVIDE_DATA; end
					THREE	: begin icap_data = data_temp[(3*32 - 1) : (2*32)]; next_count = next_count << 1;	icap_en = ENABLE; fifo_read_en = DISABLE; next_state = DIVIDE_DATA; end	 
					FOUR	: begin icap_data = data_temp[(4*32 - 1) : (3*32)]; next_count = next_count << 1;	icap_en = ENABLE; fifo_read_en = DISABLE; next_state = DIVIDE_DATA; end	 
					FIVE	: begin icap_data = data_temp[(5*32 - 1) : (4*32)]; next_count = next_count << 1;	icap_en = ENABLE; fifo_read_en = DISABLE; next_state = DIVIDE_DATA; end	 
					SIX	: begin icap_data = data_temp[(6*32 - 1) : (5*32)]; next_count = next_count << 1;	icap_en = ENABLE; fifo_read_en = DISABLE; next_state = DIVIDE_DATA; end	 
					SEVEN	: begin icap_data = data_temp[(7*32 - 1) : (6*32)]; next_count = next_count << 1;	icap_en = ENABLE; fifo_read_en = DISABLE; next_state = DIVIDE_DATA; end	 
					EIGHT	: begin icap_data = data_temp[(8*32 - 1) : (7*32)]; next_count = ONE;					icap_en = ENABLE; fifo_read_en = DISABLE;
									  if(fifo_empty)	next_state = IDLE; 
									  else 			next_state = READ_FIFO;
						  end
					default: begin icap_data = 0; next_count = ONE; icap_en = DISABLE; fifo_read_en = DISABLE; next_state = IDLE; end
				endcase
			end
			default: begin icap_en = DISABLE; fifo_read_en = DISABLE; next_state = IDLE; end
		endcase
	end
endmodule
```

==> ci_impl_report.md <==
## Synthesis and layout report

| Metric | Value |
|---|---|
| Initial Util | `51.2%` |
| Crit path time final | `3.83 ns` |
| Initial antenna violation count | `0` |
| Final slew viol count | `0` |
| Slew HR | `37.2%` |
| Pwr Density | `58.8 nW/um2` |
| Internal Power | `0.453 mW` |
| Reg clk slew, reported paths | `0.04 ns` |
| Number of remaining DRC errors | `0` |
| Synth top cells by count | `dlxtp_1, a22oi_1, clkbuf_1, o221ai_1, o22a_1` |
| Setup crit start kind | `flop` |
| Area after DPL | `9900 um2` |
| Commonest flop | `dlxtp_1` |
| Maximum clock rate | `0.261 GHz` |
| Dpl hpwl | `15.5 mm` |
| Worst setup path category | `flop to primary output` |
| Worst slew pin tran | `0.942 ns` |
| Sequential Power Share | `39.1%` |
| Layout cells sized above 1 | `3.74%` |
| Register Area | `4760 um2` |
| Cell Area, Synth | `6780 um2` |
| Max-cap violations | `0` |
| Synth cell types | `34` |
| WP data arrival | `2.51 ns` |
| Setup crit end kind | `primary output` |
| Largest net degree at the start of global routing | `121` |
| Port bufs | `292` |
| Number of unconstrained endpoints | `336` |
| Switching share of power | `22.8%` |
| Root Buffer Master | `clkbuf_16` |
| Clk pwr share | `18.5%` |
| Area Growth Syn to Fin | `47.3%` |
| Vias | `5755` |
| Peak VDD IR | `0.0843 mV` |
| Gr ovfl total | `0` |
| Leak | `4.10 nW` |
| CP Max Fanout | `33` |
| Vias per cell | `5.58` |
| Worst R2R Start | `count[5]` |
| Asr flop ratio synth | `0.977%` |
| Fin area | `9980 um2` |
| ANT cells | `0` |
| TritonCTS Buffers | `3` |
| Top cell area share | `63.7%` |
| Routability cong. | `0.864` |
| Drt initial violations | `351` |
| H-tree Lvls | `1` |
| First-pass GRT wire length | `31.3 mm` |
| R2R setup slack | `4.67 ns` |
| Die X | `118 um` |
| Final TNS setup | `0 ns` |
| Reg2Reg Depth | `4` |
| Synth warn | `1` |
| Number of enable flip-flop cells | `8` |
| Status | `finished clean` |
| Syn_area_per_cell | `11.5 um2` |
| Reg2reg end | `state[0]` |
| Global-route usage over all layers | `30.9%` |
| Final WL | `20.8 mm` |
| Skew final | `0.00402 ns` |
| TritonCTS clock tree | `yes` |
| # rows | `42` |
| Cell count in the Yosys report | `591` |
| DRT antenna net count | `0` |
| Register pins left without a clock | `296` |
| First-pass iteration count of the detailed router | `6` |
| Final hold viol count | `0` |
| CP endpoint | `icap_en[0]` |
| Resized Gates After CTS | `0` |
| Post-CTS setup buffers | `0` |
| WL/cell | `20.2 um` |
| Sw Pwr | `0.134 mW` |
| Hold-fix buffers, CTS | `0` |
| Crit path from | `count[5]` |
| # setup viols final | `0` |
| Combinational Area | `1890 um2` |
| Cells after Synth | `591` |
| Tool warnings | `28` |
| Crit path required time | `5.28 ns` |
| Top-count cell post-synth | `dlxtp_1` |
| Flops & latches, synth | `307` |
| Unrepaired setup endpoints after global routing | `no` |
| Yosys stat area | `6780 um2` |
| Vias in the first global route | `5843` |
| I/O pin count | `293` |
| Post-synth top area cell | `dlxtp_1` |
| Clk buf depth | `2` |
| Clk latency late pin | `0.24 ns` |
| Fill count | `851` |
| Top cells by area, synth | `dlxtp_1, a22oi_1, o221ai_1` |
| Gate power share | `42.4%` |
| Floorplan Core Area | `13200 um2` |
| Ratio of final minimum period to clock period | `58.1%` |
| Chip height | `118 um` |
| Die Size | `14000 um2` |
| HP Class | `flop to flop` |
[power groups by stage]
stage / Combinational (mW) / Sequential [mW] / Clock [mW]
finish: 0.249 / 0.230 / 0.109
CTS: 0.250 / 0.229 / 0.110
global route: 0.265 / 0.232 / 0.113
[critical path, cell delays in order (launching register included)]
cell             delay, ns
edfxtp_1              0.51
nor2b_4               0.74
mux2_2                0.28
a311o_1               0.24
o21ai_1               0.08
clkdlybuf4s50_1       0.42
[per-stage QoR]
stage | cells | worst slack, ns | hold slack, ns | total power, mW | utilization, %
CTS | 1032 | 2.77 | 0.618 | 0.589 | 75.4
finish | 1032 | 2.77 | 0.612 | 0.587 | 75.4
detailed placement | 1028 | 3.05 | 0.596 | 0.478 | 74.8
floorplan | 591 | 2.10 | 0.537 | 0.295 | -
global placement | 1028 | 3.07 | 0.566 | 0.472 | 74.8
global route | 1032 | 2.65 | 0.646 | 0.610 | 75.4
[cell usage in the layout, fill, tap and decap left out, types with 2 or more instances in the layout]
| master | Yosys | layout |
|---|---|---|
| o221ai_1 | 32 | 32 |
| xor2_1 | 2 | 2 |
| nor2b_2 | 0 | 2 |
| nor2_1 | 6 | 6 |
| nor2b_4 | 0 | 6 |
| dlxtn_1 | 8 | 8 |
| a22oi_1 | 128 | 128 |
| o22a_1 | 32 | 32 |
| nor3b_1 | 7 | 7 |
| buf_4 | 0 | 13 |
| nand2_1 | 4 | 4 |
| dlxtp_1 | 288 | 288 |
| clkbuf_16 | 0 | 3 |
| inv_1 | 2 | 2 |
| clkdlybuf4s50_1 | 0 | 292 |
| o21ai_0 | 2 | 2 |
| and3_1 | 2 | 2 |
| edfxtp_1 | 8 | 8 |
[worst min path at each step]
stage | start | end | slack [ns] | cells past startpoint
after CTS | state[0] | state[2] | 0.62 | 2
after global routing | state[0] | state[2] | 0.65 | 2
final | state[0] | state[2] | 0.61 | 2
[cells by family after synthesis]
| family | after synthesis | synth area share, % |
|---|---|---|
| buffers and inverters | 47 | 2.62 |
| and+or+nand+nor | 31 | 2.97 |
| muxes | 1 | 0.166 |
| AOI/OAI and AO/OA | 203 | 23.7 |
| xor gates and xnor gates | 2 | 0.259 |
| DFF | 11 | 4.67 |
| latches | 296 | 65.5 |
[state kept, by name (all words and copies together) (netlist names)]
register,count
count,8
data_temp,256
icap_data,32
next_count,8
state,3
[cell type report]
class	count	area share, %
inverter	3	0.113
sequential	307	47.7
multi-input combinational	237	18.9
timing repair buffer	305	30.3
clock inverter	1	0.0501
tap	176	2.21
clock buffer	3	0.752
[per-layer routing]
metal	vias up	GRT usage [%]	wire length [um]
met1	2741	42.8	8160
met2	254	50.4	10300
li1	2720	-	-
met3	40	7.92	1670
met4	0	8.54	704
met5	-	0	0
Power is estimated from default activity; no workload was simulated.
