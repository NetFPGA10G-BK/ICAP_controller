## /design/flow/run.sh

```bash
#!/bin/bash
# OpenROAD 26Q1-2900-gdf79404cd8, Yosys 0.63+post, stock flow scripts
make -C /OpenROAD-flow-scripts/flow DESIGN_CONFIG=/design/flow/config.mk WORK_HOME=/design/flow/orfs finish
```

## /design/flow/config.mk

```make
export PLATFORM = sky130hd
export DESIGN_NAME = Asyn_fifo_v1
export DESIGN_NICKNAME = Asyn_fifo_v1
export VERILOG_FILES = /design/flow/design.v
export SDC_FILE = /design/flow/constraint.sdc
export NUM_CORES = 4
export LEC_CHECK = 1
export CORE_UTILIZATION = 30
```

## /design/flow/constraint.sdc

```tcl
current_design Asyn_fifo_v1

set clk_period 5.9
set clk_io_pct 0.2

create_clock -name clk0 -period $clk_period [get_ports {rclk}]
create_clock -name clk1 -period $clk_period [get_ports {wclk}]

set non_clock_inputs [all_inputs -no_clocks]
set_input_delay [expr $clk_period * $clk_io_pct] -clock clk0 $non_clock_inputs
set_output_delay [expr $clk_period * $clk_io_pct] -clock clk0 [all_outputs]
```

## /design/flow/design.v

```verilog
`timescale 1ns / 1ps
module Asyn_fifo_v1
	#(
		parameter DATA_SIZE = 8,
		parameter ARRAY_SIZE = 4
	)
	(
		output [DATA_SIZE-1:0] rdata,
		output wfull,
		output rempty,
		input [DATA_SIZE-1:0] wdata,
		input winc, wclk, wrst_n,
		input rinc, rclk, rrst_n
	);
	wire [ARRAY_SIZE-1:0] waddr, raddr;
	wire [ARRAY_SIZE:0] wptr, rptr, wq2_rptr, rq2_wptr;
	sync_r2w sync_r2w (.wq2_rptr(wq2_rptr), .rptr(rptr), .wclk(wclk), .wrst_n(wrst_n));
	sync_w2r sync_w2r (.rq2_wptr(rq2_wptr), .wptr(wptr), .rclk(rclk), .rrst_n(rrst_n));
	fifomem #(DATA_SIZE, ARRAY_SIZE) fifomem (.rdata(rdata), .wdata(wdata), .waddr(waddr), .raddr(raddr), .wclken(winc), .wfull(wfull), .wclk(wclk));
	rptr_empty #(ARRAY_SIZE) rptr_empty (.rempty(rempty), .raddr(raddr), .rptr(rptr), .rq2_wptr(rq2_wptr), .rinc(rinc), .rclk(rclk), .rrst_n(rrst_n));
	wptr_full #(ARRAY_SIZE) wptr_full (.wfull(wfull), .waddr(waddr), .wptr(wptr), .wq2_rptr(wq2_rptr), .winc(winc), .wclk(wclk), .wrst_n(wrst_n));
endmodule
`timescale 1ns / 1ps
module fifomem 
	#(
		parameter DATASIZE = 8,  
		parameter ADDRSIZE = 4
	)  
	(
		output [DATASIZE-1:0] rdata,
		input [DATASIZE-1:0] wdata,
		input [ADDRSIZE-1:0] waddr, raddr,
		input wclken, wfull, wclk
	);
	localparam DEPTH = 1<<ADDRSIZE;
	reg [DATASIZE-1:0] mem [0:DEPTH-1];
	assign rdata = mem[raddr];
	always @(posedge wclk)
		if (wclken && !wfull) mem[waddr] <= wdata;
endmodule
`timescale 1ns / 1ps
module rptr_empty 
	#(
	parameter ADDRSIZE = 4
	)
	(
		output reg rempty,
		output [ADDRSIZE-1:0] raddr,
		output reg [ADDRSIZE :0] rptr,
		input [ADDRSIZE :0] rq2_wptr,
		input rinc, rclk, rrst_n
	);
	reg [ADDRSIZE:0] rbin;
	wire [ADDRSIZE:0] rgraynext, rbinnext;
	always @(posedge rclk or negedge rrst_n)
		if (!rrst_n) {rbin, rptr} <= 0;
		else {rbin, rptr} <= {rbinnext, rgraynext};
	assign raddr = rbin[ADDRSIZE-1:0];
	assign rbinnext = rbin + (rinc & ~rempty);
	assign rgraynext = (rbinnext>>1) ^ rbinnext;
	assign rempty_val = (rgraynext == rq2_wptr);
	always @(posedge rclk or negedge rrst_n)
		if (!rrst_n) rempty <= 1'b1;
		else rempty <= rempty_val;
endmodule
`timescale 1ns / 1ps
module sync_r2w 
	#(
		parameter ADDRSIZE = 4
	)
	(
		output reg [ADDRSIZE:0] wq2_rptr,
		input [ADDRSIZE:0] rptr,
		input wclk, wrst_n
	);
	reg [ADDRSIZE:0] wq1_rptr;
	always @(posedge wclk or negedge wrst_n)
		if (!wrst_n) {wq2_rptr,wq1_rptr} <= 0;
		else {wq2_rptr,wq1_rptr} <= {wq1_rptr,rptr};
endmodule
`timescale 1ns / 1ps
module sync_w2r 
	#(
		parameter ADDRSIZE = 4
	)
	(
		output reg [ADDRSIZE:0] rq2_wptr,
		input [ADDRSIZE:0] wptr,
		input rclk, rrst_n
	);
	reg [ADDRSIZE:0] rq1_wptr;
	always @(posedge rclk or negedge rrst_n)
		if (!rrst_n) {rq2_wptr,rq1_wptr} <= 0;
		else {rq2_wptr,rq1_wptr} <= {rq1_wptr,wptr};
endmodule
`timescale 1ns / 1ps
module wptr_full 
	#(
		parameter ADDRSIZE = 4
	)
	(
		output reg wfull,
		output [ADDRSIZE-1:0] waddr,
		output reg [ADDRSIZE :0] wptr,
		input [ADDRSIZE :0] wq2_rptr,
		input winc, wclk, wrst_n
	);
	reg [ADDRSIZE:0] wbin;
	wire [ADDRSIZE:0] wgraynext, wbinnext;
	always @(posedge wclk or negedge wrst_n)
		if (!wrst_n) {wbin, wptr} <= 0;
		else {wbin, wptr} <= {wbinnext, wgraynext};
	assign waddr = wbin[ADDRSIZE-1:0];
	assign wbinnext = wbin + (winc & ~wfull);
	assign wgraynext = (wbinnext>>1) ^ wbinnext;
	assign wfull_val = (wgraynext=={~wq2_rptr[ADDRSIZE:ADDRSIZE-1],wq2_rptr[ADDRSIZE-2:0]});
	always @(posedge wclk or negedge wrst_n)
		if (!wrst_n) wfull <= 1'b0;
		else wfull <= wfull_val;
endmodule
```

==> run summary <==
Physical implementation

The vias after detailed routing is 3023. Before placement the cells fill 31.0% of the core. The diode insertion count for antenna repair is 0. The type of the worst min-delay path is flip-flop to flip-flop. The report lists the number of cells resized after CTS as 0. Per the final layout report, the fraction of cells sized above drive strength 1 comes to 23.0%. The adder and majority gate portion of the synthesized area is 0.787%. The net switching fraction of the power is 29.6%. Entering global routing, the biggest net connects 36 pins. Pins over their slew limit in the final report were tallied at 0. The tally of unique sky130hd cells used after synthesis is 28. For this run, the number of standard cells in the final layout without fillers is 653. The normalized max-slew margin is 39.7%. The number of global-route vias before repair is 3341. The mean number of vias per cell is 4.63. After detailed routing, the total wire length is 11.3 mm. The area fraction in and, or, nand and nor cells after synthesis is 3.89%. Per the finish-stage timing summary, setup violations number 0. The cell-mix breakdown from Yosys lists the compound-gate area share as 2.38%. The sum of negative setup slack is 0 ns.

The report lists the number of standard-cell rows as 52. The launch point of the worst register-to-register path is recorded as wptr_full.wfull. The number of maximum-capacitance violations is 0. The registers of the reported paths see a clock transition of 0.06 ns.

The cell count after synthesis is 322. The arrival time of data at the worst endpoint is listed as 2.66 ns. Total power normalized to cell area comes to 518 nW/µm². In the placement report, post-DP HPWL is listed as 7.19 mm. The tally of nets with antenna violations remaining after routing is 0. Setup repair after global routing left no endpoint under its margin. The combinational family with the most area after synthesis is multiplexers. The boundary pin count is 24. The number of warning messages in the logs is 26. The aggregate global-route resource usage is 11.9%.

The area used by sequential logic in the layout is 4850 µm². According to the timing report, the critical path is launched from rptr_empty.rbin[0]. According to the floorplan report, the placeable core area is 20500 µm².

In this run, placement finished with an instance count of 617. The number of setup buffers added after CTS is 0. The number of inserted filler cells in the final layout is 1846.

The vertical die dimension is 148 µm. The utilization after layout is 37.3%. The TritonCTS clock tree is built. The average wire per cell in the routed design is 17.4 µm. The finished cells cover 7650 µm².

The share of total power in combinational logic is 28.6%. The placement summary gives the final routability congestion estimate as 0.778. The violation tally from detailed-route iteration zero is 179.

The number of port buffers is 22. For this design the static power due to leakage is 2.65 nW. The sequential share of power is 41.6%. The internal power contribution is 2.79 mW. The sequential element share of the synthesized area is 76.2%. The iteration count recorded for the first detailed-route pass is 4. The number of hold buffers added after CTS is 0. The portion of netlist area occupied by mux cells is 11.3%.

The clock skew after layout is 0.00919 ns. Yosys reports a chip area of 6360 µm². The top cell type's share of synthesized area is 60.4%.

The number of antenna violations at the first check in global routing was 0. The area of the mapped netlist is 6360 µm². The total grt overflow is 0. Of the total synthesized cell area, the portion taken by XOR and XNOR cells is 4.01%. The first global-routing pass estimated 18.3 mm of wire. For reference, the final report shows the hold violation count at 0. The flow ran to the end, and the final reports show no timing, DRC or antenna violations.

The synthesis warning total is 7. The launching element type of the critical path is a flip-flop. The cell area after placement is 6990 µm². Averaged over all synthesized cells, the footprint is 19.8 µm². The DRC violation total left in the routed layout is recorded as 0. Per the run report, area growth between synthesis and finish was 20.3%. According to the CTS report, the clock sink count is 168. The share of total power dissipated in the clock network is 29.8%. Synthesis inferred 168 register bits. For the pin with the worst max-slew slack, the measured transition is 0.902 ns.

The script extracted a net switching power of 1.17 mW. The chip occupies 21800 µm². In this run the horizontal extent of the chip is 148 µm. The overall power of the completed layout is 3.96 mW. The critical path is of the flip-flop to output pin type. The data required time of the worst path is 4.72 ns. The startpoint identified for the worst hold timing path is rptr_empty.rptr[1]. Leaving out buffers and inverters, the combinational logic in the layout accounts for 1430 µm². STA lists the maximum fanout along the critical path as 24. By area the synthesized netlist is led by sky130_fd_sc_hd__edfxtp_1 60%, sky130_fd_sc_hd__dfrtp_1 15%, sky130_fd_sc_hd__mux4_2 11%.

The worst-case IR drop observed on VDD is 0.000294 V. After synthesis, the design contains 322 cells according to Yosys. Summed over all instances, the cell type with the most area after synthesis is sky130_fd_sc_hd__edfxtp_1. The kind of end point of the critical path is an output pin.
## power groups by stage
stage                 registers (mW)  logic [mW]  clock network (mW)
final                           1.65        1.13                1.18
after global routing            1.67        1.25                1.26
after CTS                       1.65        1.15                1.20
## worst max-delay path, stage by stage (launching register included)
cell,delay (ns)
sky130_fd_sc_hd__dfrtp_2,0.56
sky130_fd_sc_hd__buf_4,0.49
sky130_fd_sc_hd__mux4_2,0.56
sky130_fd_sc_hd__a22oi_1,0.24
sky130_fd_sc_hd__nand2_1,0.13
sky130_fd_sc_hd__clkdlybuf4s50_1,0.41
## logic make-up (layout without fill, tap and decap cells)
family	after synthesis	after routing
compound gates	19	19
xor+xnor	25	25
fa+ha+maj	4	4
buf+inv	21	82
flops	168	168
mux	32	32
simple gates	53	53
## state kept, by name, indices dropped and copies added, names as in the netlist
register and flops:
sync_r2w.wq2_rptr 5, sync_w2r.rq2_wptr 5, wptr_full.wbin 4, rptr_empty.rptr 5, rptr_empty.rbin 4, wptr_full.wfull 1, wptr_full.wptr 5, sync_w2r.rq1_wptr 5
fifomem.mem 128, sync_r2w.wq1_rptr 5, rptr_empty.rempty 1
## worst paths after layout
path / slack [ns] / depth (start not counted) / to
min in group asynchronous: 1.10 / 2 / wptr_full.wptr[2]
hold / removal: 0.20 / 0 / sync_r2w.wq1_rptr[1]
max in group asynchronous: 4.37 / 2 / rptr_empty.rempty
setup reg to reg: 3.58 / 8 / wptr_full.wfull
setup / recovery: 2.06 / 5 / rdata[0]
max in group clk1: 2.80 / 9 / wptr_full.wfull
min in group clk0: 0.35 / 0 / sync_w2r.rq2_wptr[0]
hold reg to reg: 0.20 / 0 / sync_r2w.wq1_rptr[1]
## stage by stage
stage	hold WS [ns]	setup WS (ns)
after floorplan	0.331	3.09
after global placement	0.337	2.27
after detailed placement	0.336	2.25
after CTS	0.194	1.98
after global routing	0.217	1.84
final	0.201	2.06
## synthesized netlist by cell type
master	number
sky130_fd_sc_hd__edfxtp_1	128
sky130_fd_sc_hd__dfrtp_1	39
sky130_fd_sc_hd__mux4_2	32
sky130_fd_sc_hd__a22oi_1	16
sky130_fd_sc_hd__nor2_1	15
sky130_fd_sc_hd__nand2_1	13
sky130_fd_sc_hd__xor2_1	13
sky130_fd_sc_hd__buf_2	9
sky130_fd_sc_hd__xnor2_1	9
sky130_fd_sc_hd__nand3_1	8
sky130_fd_sc_hd__inv_1	6
sky130_fd_sc_hd__clkbuf_1	5
sky130_fd_sc_hd__or3_1	5
sky130_fd_sc_hd__ha_1	4
sky130_fd_sc_hd__nor3_1	4
sky130_fd_sc_hd__nand2b_1	3
sky130_fd_sc_hd__nor2b_1	2
sky130_fd_sc_hd__a21boi_0	1
sky130_fd_sc_hd__a221oi_1	1
sky130_fd_sc_hd__a221oi_2	1
sky130_fd_sc_hd__and2_1	1
sky130_fd_sc_hd__and2b_1	1
sky130_fd_sc_hd__and3_1	1
sky130_fd_sc_hd__buf_1	1
sky130_fd_sc_hd__dfstp_2	1
sky130_fd_sc_hd__xnor2_2	1
sky130_fd_sc_hd__xnor3_1	1
sky130_fd_sc_hd__xor3_1	1
## area by class of cell
cell class / instances / share of cell area (%)
clock buffer: 22 / 6.64
clock inverter: 14 / 2.01
inverter: 6 / 0.294
multi-input combinational: 133 / 18.6
sequential: 168 / 63.4
tap: 270 / 4.42
timing repair buffer: 40 / 4.65
## layout by cell type, fill, tap and decap left out, types with 8 or more instances in the layout
cell / count
sky130_fd_sc_hd__dfrtp_1: 38
sky130_fd_sc_hd__xor2_1: 13
sky130_fd_sc_hd__edfxtp_1: 128
sky130_fd_sc_hd__mux4_2: 32
sky130_fd_sc_hd__clkdlybuf4s50_1: 22
sky130_fd_sc_hd__nor2_1: 15
sky130_fd_sc_hd__a22oi_1: 16
sky130_fd_sc_hd__nand2_1: 13
sky130_fd_sc_hd__clkbuf_16: 20
sky130_fd_sc_hd__nand3_1: 8
sky130_fd_sc_hd__buf_4: 18
sky130_fd_sc_hd__xnor2_1: 9
## routing by layer
metal,up-vias,routed length (µm),GRT usage [%]
li1,1353,-,-
met1,1513,4610,15.6
met2,144,5310,18.0
met3,13,1280,7.56
met4,0,144,1.39
met5,-,0,0
Power and IR drop assume default switching activity.
